`flow/design.v`:
```
module registerFull(Dc, write, rs1, rs2, rd, clk, reset, Da, Db);
input [31:0] Dc;
input write, clk, reset;
input [4:0] rs1, rs2, rd;
output wire [31:0] Da, Db;
wire [31:0] X;
wire [31:0] load;
wire [31:0] reg0,reg1,reg2,reg3,reg4,reg5,reg6,reg7,reg8,reg9,reg10,reg11,reg12,reg13,reg14,reg15,reg16,reg17,reg18,reg19,reg20,reg21,reg22,reg23,reg24,reg25,reg26,reg27,reg28,reg29,reg30, reg31;
Decoder start(rd[4:0], X[31:0]);
assign load[0] = X[0] & write;
assign load[1] = X[1] & write;
assign load[2] = X[2] & write;
assign load[3] = X[3] & write;
assign load[4] = X[4] & write;
assign load[5] = X[5] & write;
assign load[6] = X[6] & write;
assign load[7] = X[7] & write;
assign load[8] = X[8] & write;
assign load[9] = X[9] & write;
assign load[10] = X[10] & write;
assign load[11] = X[11] & write;
assign load[12] = X[12] & write;
assign load[13] = X[13] & write;
assign load[14] = X[14] & write;
assign load[15] = X[15] & write;
assign load[16] = X[16] & write;
assign load[17] = X[17] & write;
assign load[18] = X[18] & write;
assign load[19] = X[19] & write;
assign load[20] = X[20] & write;
assign load[21] = X[21] & write;
assign load[22] = X[22] & write;
assign load[23] = X[23] & write;
assign load[24] = X[24] & write;
assign load[25] = X[25] & write;
assign load[26] = X[26] & write;
assign load[27] = X[27] & write;
assign load[28] = X[28] & write;
assign load[29] = X[29] & write;
assign load[30] = X[30] & write;
assign load[31] = X[31] & write;
Register one(Dc[31:0], load[0], clk, reset, reg0);
Register two(Dc[31:0], load[1], clk, reset, reg1);
Register three(Dc[31:0], load[2], clk, reset, reg2);
Register four(Dc[31:0], load[3], clk, reset, reg3);
Register five(Dc[31:0], load[4], clk, reset, reg4);
Register six(Dc[31:0], load[5], clk, reset, reg5);
Register seven(Dc[31:0], load[6], clk, reset, reg6);
Register eight(Dc[31:0], load[7], clk, reset, reg7);
Register nine(Dc[31:0], load[8], clk, reset, reg8);
Register ten(Dc[31:0], load[9], clk, reset, reg9);
Register eleven(Dc[31:0], load[10], clk, reset, reg10);
Register twelve(Dc[31:0], load[11], clk, reset, reg11);
Register thirteen(Dc[31:0], load[12], clk, reset, reg12);
Register fourteen(Dc[31:0], load[13], clk, reset, reg13);
Register fifteen(Dc[31:0], load[14], clk, reset, reg14);
Register sixteen(Dc[31:0], load[15], clk, reset, reg15);
Register seventeen(Dc[31:0], load[16], clk, reset, reg16);
Register eighteen(Dc[31:0], load[17], clk, reset, reg17);
Register nineteen(Dc[31:0], load[18], clk, reset, reg18);
Register twenty(Dc[31:0], load[19], clk, reset, reg19);
Register twentyone(Dc[31:0], load[20], clk, reset, reg20);
Register twentytwo(Dc[31:0], load[21], clk, reset, reg21);
Register twentythree(Dc[31:0], load[22], clk, reset, reg22);
Register twentyfour(Dc[31:0], load[23], clk, reset, reg23);
Register twentyfive(Dc[31:0], load[24], clk, reset, reg24);
Register twentysix(Dc[31:0], load[25], clk, reset, reg25);
Register twentyseven(Dc[31:0], load[26], clk, reset, reg26);
Register twentyeight(Dc[31:0], load[27], clk, reset, reg27);
Register twentynine(Dc[31:0], load[28], clk, reset, reg28);
Register thirty(Dc[31:0], load[29], clk, reset, reg29);
Register thirtyone(Dc[31:0], load[30], clk, reset, reg30);
Register thirtytwo(Dc[31:0], load[31], clk, reset, reg31);
Mux_A A(reg0,reg1,reg2,reg3,reg4,reg5,reg6,reg7,reg8,reg9,
reg10,reg11,reg12,reg13,reg14,reg15,reg16,reg17,reg18,reg19,
reg20,reg21,reg22,reg23,reg24,reg25,reg26,reg27,reg28,reg29,
reg30,reg31,rs1[4:0], Da[31:0]);
Mux_A B(reg0,reg1,reg2,reg3,reg4,reg5,reg6,reg7,reg8,reg9,
reg10,reg11,reg12,reg13,reg14,reg15,reg16,reg17,reg18,reg19,
reg20,reg21,reg22,reg23,reg24,reg25,reg26,reg27,reg28,reg29,
reg30,reg31,rs2[4:0], Db[31:0]);
endmodule
module Register(Din, load, clk, reset, Dout);
input [31:0] Din;
input load, clk, reset;
output reg [31:0] Dout;
always @(posedge clk)
begin
	if (reset == 1)
		Dout[31:0] = 32'b00000000000000000000000000000000;
	else if (reset == 0 & load == 1)
		Dout[31:0] = Din[31:0];
	else
		Dout[31:0] = Dout[31:0];
end
endmodule
module Decoder(select, dout);
input [4:0] select;
output [31:0] dout;
assign dout[0] = ~select[4] & ~select[3] & ~select[2] & ~select[1] & ~select[0];
assign dout[1] = ~select[4] & ~select[3] & ~select[2] & ~select[1] & select[0];
assign dout[2] = ~select[4] & ~select[3] & ~select[2] & select[1] & ~select[0];
assign dout[3] = ~select[4] & ~select[3] & ~select[2] & select[1] & select[0];
assign dout[4] = ~select[4] & ~select[3] & select[2] & ~select[1] & ~select[0];
assign dout[5] = ~select[4] & ~select[3] & select[2] & ~select[1] & select[0];
assign dout[6] = ~select[4] & ~select[3] & select[2] & select[1] & ~select[0];
assign dout[7] = ~select[4] & ~select[3] & select[2] & select[1] & select[0];
assign dout[8] = ~select[4] & select[3] & ~select[2] & ~select[1] & ~select[0];
assign dout[9] = ~select[4] & select[3] & ~select[2] & ~select[1] & select[0];
assign dout[10] = ~select[4] & select[3] & ~select[2] & select[1] & ~select[0];
assign dout[11] = ~select[4] & select[3] & ~select[2] & select[1] & select[0];
assign dout[12] = ~select[4] & select[3] & select[2] & ~select[1] & ~select[0];
assign dout[13] = ~select[4] & select[3] & select[2] & ~select[1] & select[0];
assign dout[14] = ~select[4] & select[3] & select[2] & select[1] & ~select[0];
assign dout[15] = ~select[4] & select[3] & select[2] & select[1] & select[0];
assign dout[16] = select[4] & ~select[3] & ~select[2] & ~select[1] & ~select[0];
assign dout[17] = select[4] & ~select[3] & ~select[2] & ~select[1] & select[0];
assign dout[18] = select[4] & ~select[3] & ~select[2] & select[1] & ~select[0];
assign dout[19] = select[4] & ~select[3] & ~select[2] & select[1] & select[0];
assign dout[20] = select[4] & ~select[3] & select[2] & ~select[1] & ~select[0];
assign dout[21] = select[4] & ~select[3] & select[2] & ~select[1] & select[0];
assign dout[22] = select[4] & ~select[3] & select[2] & select[1] & ~select[0];
assign dout[23] = select[4] & ~select[3] & select[2] & select[1] & select[0];
assign dout[24] = select[4] & select[3] & ~select[2] & ~select[1] & ~select[0];
assign dout[25] = select[4] & select[3] & ~select[2] & ~select[1] & select[0];
assign dout[26] = select[4] & select[3] & ~select[2] & select[1] & ~select[0];
assign dout[27] = select[4] & select[3] & ~select[2] & select[1] & select[0];
assign dout[28] = select[4] & select[3] & select[2] & ~select[1] & ~select[0];
assign dout[29] = select[4] & select[3] & select[2] & ~select[1] & select[0];
assign dout[30] = select[4] & select[3] & select[2] & select[1] & ~select[0];
assign dout[31] = select[4] & select[3] & select[2] & select[1] & select[0];
endmodule 
module Mux_A(reg0,reg1,reg2,reg3,reg4,reg5,reg6,reg7,reg8,reg9,reg10,reg11,reg12,
reg13,reg14,reg15,reg16,reg17,reg18,reg19,reg20,reg21,reg22,reg23,reg24,reg25,reg26,
reg27,reg28,reg29,reg30,reg31,s, Mux_out_A);
input [31:0] reg0,reg1,reg2,reg3,reg4,reg5,reg6,reg7,reg8,reg9,reg10,reg11,reg12,
reg13,reg14,reg15,reg16,reg17,reg18,reg19,reg20,reg21,reg22,reg23,reg24,reg25,reg26,
reg27,reg28,reg29,reg30,reg31;
input [4:0] s;
output reg [31:0] Mux_out_A;
always @(*) begin
	case(s) 
	5'b00000: Mux_out_A = reg0;
	5'b00001: Mux_out_A = reg1;
	5'b00010: Mux_out_A = reg2;
	5'b00011: Mux_out_A = reg3;
	5'b00100: Mux_out_A = reg4;
	5'b00101: Mux_out_A = reg5;
	5'b00110: Mux_out_A = reg6;
	5'b00111: Mux_out_A = reg7;
	5'b01000: Mux_out_A = reg8; 
	5'b01001: Mux_out_A = reg9;
	5'b01010: Mux_out_A = reg10;
	5'b01011: Mux_out_A = reg11;
	5'b01100: Mux_out_A = reg12;
	5'b01101: Mux_out_A = reg13;
	5'b01110: Mux_out_A = reg14;
	5'b01111: Mux_out_A = reg15;
	5'b10000: Mux_out_A = reg16;
	5'b10001: Mux_out_A = reg17;
	5'b10010: Mux_out_A = reg18;
	5'b10011: Mux_out_A = reg19;
	5'b10100: Mux_out_A = reg20;
	5'b10101: Mux_out_A = reg21;
	5'b10110: Mux_out_A = reg22;
	5'b10111: Mux_out_A = reg23;
	5'b11000: Mux_out_A = reg24;
	5'b11001: Mux_out_A = reg25;
	5'b11010: Mux_out_A = reg26;
	5'b11011: Mux_out_A = reg27;
	5'b11100: Mux_out_A = reg28;
	5'b11101: Mux_out_A = reg29;
	5'b11110: Mux_out_A = reg30;
	5'b11111: Mux_out_A = reg31;
	endcase
	end
	endmodule
```
`flow/run.sh`:
```
#!/bin/bash
# OpenROAD 26Q1-2900-gdf79404cd8, Yosys 0.63+post, stock flow scripts
make -C /OpenROAD-flow-scripts/flow DESIGN_CONFIG=/design/flow/config.mk WORK_HOME=/design/flow/orfs finish
```
`flow/config.mk`:
```
export PLATFORM = sky130hd
export DESIGN_NAME = registerFull
export DESIGN_NICKNAME = registerFull
export VERILOG_FILES = /design/flow/design.v
export SDC_FILE = /design/flow/constraint.sdc
export NUM_CORES = 4
export LEC_CHECK = 1
export CORE_UTILIZATION = 40
```
`flow/constraint.sdc`:
```
current_design registerFull

set clk_period 11.3
set clk_io_pct 0.2

create_clock -name clk0 -period $clk_period [get_ports {clk}]

set non_clock_inputs [all_inputs -no_clocks]
set_input_delay [expr $clk_period * $clk_io_pct] -clock clk0 $non_clock_inputs
set_output_delay [expr $clk_period * $clk_io_pct] -clock clk0 [all_outputs]
```
==> impl_metrics.yaml <==
# implementation run metrics
finish:
  logic_area_sq_um: 26100
  area_growth_pct: 15.3
  regArea_sq_um: 20500
  final_area_sq_um: 56000
  num-fill-cells: 11833
  layout-drive-gt1-share: 0.0990
clock_network:
  cts_hold_buf: 0
  cts_setup_buffers: 0
  numCtsBuffers: 112
  cts_tree: "yes"
  path_clk_slew_ns: 0.07
  cts_root_buf: "clkbuf_16"
  cts_resized: 0
  cts_buffer_depth: 3
  worst_skew_pair.late_latency_ns: 0.77
  htree_levels: 3
  clkSinkCount: 1024
floorplan:
  rows: 127
  die_h_um: 350
  dieWidth_um: 350
  placeableCoreArea_sq_um: 120000
  num_io_pins: 114
  dieArea_sq_um: 123000
  fp_util: 0.404
detailed_routing:
  dr_total_vias: 60068
  post_drt_wl_per_cell_um: 43.0
  via_per_inst: 7.26
  drc: 0
  drt_iter0_drc: 10201
  firstDrtPassIters: 10
  wl_mm: 356
  ant_nets: 0
worst_setup_path:
  max_stage_delay_ns: 0.93
  critPathCaptureType: "output pin"
  worstPathMaxFanout: 19
  critPathKind: "in -> out"
  crit_path_top_delay_cell: "clkdlybuf4s50_1"
  startpoint_type: "primary input"
  crit_buf_inv: 4
  required_ns: 9.04
  crit_chain: "clkdlybuf4s50_1 > buf_4 > or3b_2 > nor2_4 > buf_4 > a22oi_1 > nand4_1 > nor4_1 > nor2_1 > clkdlybuf4s50_1"
  arrival_ns: 7.17
  timing.reg2reg.setup_slack_ns: 10.30
  crit_family: "buffers and inverters"
final_timing:
  fin_worst_skew_ns: 0
  final-hold-violation-count: 0
  rsz0062_at_grt: "false"
  min_period_ns: 9.43
  fin_crit_sh: 0.835
  setup_violations: 0
  worstMarginPinSlew_ns: 1.15
  max_slew_margin: 0.230
  maxSlewViolCount: 0
  max_freq_mhz: 106
  setup_tns_ns: 0
placement:
  port_buffers: 113
  gp_congestion: 1.15
  dpl.hpwl_mm: 217
  postPlaceCellArea_sq_um: 52000
synth:
  synth.distinct_cells: 68
  edf_count: 0
  largest_area_cell: "dfxtp_1"
  ys_cells: 6643
  synthCells: 6643
  top_area_frac: 0.422
  synthesis.area_sq_um: 48600
  synth_flops: 1024
  ys_chip_area_sq_um: 48600
  synth_warnings: 2
  ys.flop_type: "dfxtp_1"
  async_flop_share: 0
  synth_seq_share: 0.422
  postSynthAreaPerCell_sq_um: 7.31
  topCellsByArea: "dfxtp_1 42%, nand2_1 17%, a21oi_1 11%, a22oi_1 11%, clkbuf_1 3.6%"
grt:
  grt_first_pass_wirelength_mm: 470
  grt_util_all_layers: 0.588
  grt_pass1_vias: 53922
  grt_overflow_total: 0
  grt_max_degree: 147
  antenna_found_initial: 44
run:
  log.warning_count: 31
  max_cap_viol_count: 0
power_and_ir_drop:
  p_per_area_nw_per_um2: 146
  leakage_nw: 17.8
  p_total_mw: 8.19
  peakVddDrop_v: 0.000158
outcome:
  status: "finished, final reports clean"
min_path:
  hold_class: "reg -> reg"
## synth_stat cells (22+ instances only)
master	number
nand3_1	45
a21oi_1	1097
buf_2	140
a22oi_1	714
and3_1	22
a22o_1	70
nor3_1	45
clkbuf_1	463
a31oi_1	24
nor4_1	25
nand2_1	2260
mux2i_1	32
dfxtp_1	1024
a221oi_1	56
nor2_1	179
nand4_1	101
o21ai_0	38
## logic make-up (layout without fill, tap and decap cells)
group                  Yosys count  in the layout  share of synthesized area
muxes                           53             53                     0.0115
DFF                           1024           1024                      0.422
AOI/OAI and AO/OA             2118           2118                      0.275
other                            0             50                          0
and+or+nand+nor               2804           2804                      0.236
buffers and inverters          644            614                     0.0552
## worst min-delay path, stage by stage (launching register included)
cell	delay, ns
dfxtp_1	0.32
nand2_1	0.05
a21oi_1	0.05
## per-stage QoR
step           std cells  worst slack, ns  hold slack (ns)   util
2_1_floorplan       6643             5.18            0.442      -
3_3_place_gp        8019             2.24            0.455  0.433
3_5_place_dp        8019             2.32            0.461  0.433
4_1_cts             8225             2.30            0.468  0.465
5_1_grt             8227             2.07            0.486  0.465
6_report            8275             1.87            0.472  0.466
## placed cells by master (no fill, tap or decap), types with 8 or more instances in the layout
| cell type | count |
|---|---|
| a2111oi_0 | 14 |
| a21oi_1 | 1097 |
| a221oi_1 | 56 |
| a222oi_1 | 21 |
| a22o_1 | 70 |
| a22oi_1 | 714 |
| a31oi_1 | 24 |
| a32oi_1 | 15 |
| and2_1 | 8 |
| and3_1 | 21 |
| buf_4 | 287 |
| bufinv_16 | 13 |
| clkbuf_1 | 19 |
| clkbuf_16 | 113 |
| clkbuf_8 | 23 |
| clkdlybuf4s50_1 | 105 |
| clkinv_2 | 16 |
| clkinvlp_4 | 12 |
| dfxtp_1 | 1024 |
| diode_2 | 50 |
| mux2_2 | 21 |
| mux2i_1 | 32 |
| nand2_1 | 2228 |
| nand2_2 | 32 |
| nand2b_1 | 14 |
| nand3_1 | 44 |
| nand3b_1 | 12 |
| nand4_1 | 101 |
| nor2_1 | 104 |
| nor2_4 | 90 |
| nor2b_1 | 15 |
| nor3_1 | 44 |
| nor4_1 | 25 |
| o21ai_0 | 38 |
| o22a_1 | 10 |
| o32a_1 | 8 |
## where the power goes
group / leakage, nW / total (mW) / switching (mW) / internal [mW]
Clock: 1.88 / 3.99 / 1.71 / 2.28
Sequential: 8.25 / 3.64 / 0.0176 / 3.62
Combinational: 7.70 / 0.555 / 0.459 / 0.0955
## area by class of cell
type	count	share of cell area
multi-input combinational	4975	0.467
sequential	1024	0.366
timing repair buffer	401	0.0588
clock buffer	155	0.0574
tap	1612	0.0360
clock inverter	51	0.0120
antenna	50	0.00224
inverter	7	0.000469
## worst paths after layout
kind | endpoint | start | cells past startpoint
worst min-delay path | nineteen.Dout[26]$_SDFFE_PP0P_ | nineteen.Dout[26]$_SDFFE_PP0P_ | 2
worst min register to register | nineteen.Dout[26]$_SDFFE_PP0P_ | nineteen.Dout[26]$_SDFFE_PP0P_ | 2
worst max register to register | five.Dout[25]$_SDFFE_PP0P_ | five.Dout[25]$_SDFFE_PP0P_ | 2
worst max-delay path | Db[27] | rs2[0] | 10
## metal layers
metal / GRT usage / up-vias / part of all wire
li1: - / 23151 / -
met2: 0.730 / 6367 / 0.37
met5: 0.0416 / - / 0.0023
met3: 0.384 / 2256 / 0.18
met1: 0.703 / 28244 / 0.34
met4: 0.465 / 50 / 0.10
Power figures rest on the tool's default switching activity, not on a simulated workload.
