--- ./config.mk ---
export PLATFORM = sky130hd
export DESIGN_NAME = ROM
export DESIGN_NICKNAME = ROM
export VERILOG_FILES = /design/flow/design.v
export SDC_FILE = /design/flow/constraint.sdc
export NUM_CORES = 4
export LEC_CHECK = 1
export CORE_AREA = 10 10 93 93
export DIE_AREA = 0 0 103 103
--- ./constraint.sdc ---
current_design ROM

set clk_period 4.0
set clk_io_pct 0.2

create_clock -name clk0 -period $clk_period [get_ports {clk}]

set non_clock_inputs [all_inputs -no_clocks]
set_input_delay [expr $clk_period * $clk_io_pct] -clock clk0 $non_clock_inputs
set_output_delay [expr $clk_period * $clk_io_pct] -clock clk0 [all_outputs]
--- ./design.v ---
module ROM(Address, InstOut, clk);
	input[31:0]Address;
	input clk;
	output reg[31:0] InstOut;
	reg[31:0]Instructions[7:0];
	initial begin
		Instructions[0] = 32'h00c20213;
		Instructions[1] = 32'h00708093;
		Instructions[2] = 32'h00510113;
		Instructions[3] = 32'h02018193;
		Instructions[4] = 32'h002082B3;
		Instructions[5] = 32'h00302023;
		Instructions[6] = 32'h06520263;
		Instructions[7] = 32'h00002303;
	end
	always @(posedge clk) begin
		case (Address) 
			8'h0 : InstOut = Instructions[0];
			8'h4 : InstOut = Instructions[1];
			8'h8 : InstOut = Instructions[2];
			8'hc : InstOut = Instructions[3];
			8'h10 : InstOut = Instructions[4];
			8'h14 : InstOut = Instructions[5];
			8'h18 : InstOut = Instructions[6];
			8'h80 : InstOut = Instructions[7];
		endcase
	end
endmodule
--- ./run.sh ---
#!/bin/bash
# OpenROAD 26Q1-2900-gdf79404cd8, Yosys 0.63+post, stock flow scripts
make -C /OpenROAD-flow-scripts/flow DESIGN_CONFIG=/design/flow/config.mk WORK_HOME=/design/flow/orfs finish
==> deck_impl_summary.md <==
Key Metrics from the Run

Run status
  – Status: complete, no violations

Placed design
  – Detail Placement HPWL: about 2.3 mm
  – Cell Area, Placed: 1540 sq um
  – GP Congestion: roughly 0.76
  – Port bufs: 48

Final layout
  – Fraction of layout cells with a size suffix above 1: 0.118
  – Max reg flops: 14
  – Fill count: approximately 730
  – Final Cell Area: around 1600 sq um
  – Final Util: 0.235
  – Synthesis-to-layout area growth: 48.0%

Final timing
  – Fin crit share: 0.668
  – Pins Over Slew Limit: 0
  – Setup TNS: 0 ps
  – # setup viols final: 0
  – Final Hold Fails: 0
  – Relative slew margins: 0.598
  – Worst Tran Pin Value: slightly above 600 ps
  – Highest Clock Rate: ~370 MHz
  – RSZ-0062 raised after global routing: false
  – Final min period: 2670 ps

Die
  – FP Rows: 30
  – Die X: roughly 100 microns
  – Die Size: approximately 11000 sq um
  – FP Util: 0.159
  – Core Region: between 6000 and 7000 sq um
  – I/O pins: 65
  – Vert. Die Dim: between 100 and 150 microns

Clock tree
  – Clk root buf: clkbuf_8
  – CTS clk-pin slew, worst paths: 60 ps
  – CTS tree: yes
  – Max clock buf depth: 2
  – Post-CTS Resized: 0
  – Cts hold-fix bufs: 0
  – CTS Buf Count: 3
  – Postcts setup bufs: 0
  – Clock sink count: 14
  – H-tree depth: 1

Yosys
  – Cell Type Count: 32
  – Area share, top type: 0.392
  – Synthesized area per cell: 11.4 sq um
  – Yosys Instances: approximately 94
  – Cell type with the largest total area: edfxtp_1
  – Post-synth seq share: 0.392
  – Flip-flops with a built-in enable: 14
  – Synthesis area per yosys: 1070 sq um
  – Top cells by area: edfxtp_1, buf_4, nor4_4, nor4_2, a2111oi_4
  – Gate Count Post-Synth: 94
  – Ys Warns: 1
  – #FFs+latches synth: 14
  – Post-synth top flop: edfxtp_1
  – Ys async rst share: 0
  – Post-synthesis instance area: approximately 1100 sq um

Detailed routing
  – Avg WL per Cell: ~12 microns
  – DR iter-0 viols: 48
  – Initial DRT Pass Iterations: 2
  – DRT Wirelength: between 2 and 3 mm
  – Vias per inst: about 3.7
  – Via count: 803
  – Routed Antenna Nets: 0
  – # DRC: 0
  – Ant. Diodes: 0

Job
  – Tool Warnings: 25
  – Maxcap violations: 0

Power
  – Peak supply drop: 0.0608 mV
  – Pwr dens: ~210 nW/um^2
  – Leakage: 0.488 nW

Global routing
  – Largest net degree at the start of global routing: 18
  – Global route total overflow: 0
  – First-pass GRT wire length: 4.00 mm
  – Initial antenna violation count: 0
  – Vias in the first global route: approximately 900
  – Tot GR Track Use: 0.0475

Critical path
  – Crit-path max cell delay: just under 600 ps
  – Crit. End Element: flop
  – CP Max Fanout: 14
  – Type of the worst setup path: primary input to flop
  – CP Buf/Inv Count: 1
  – Top delay family on crit path: simple AND/OR/NAND/NOR gates
  – Slowest-stage cell, CP: and3_1
  – Crit path DAT: roughly 2500 ps
  – Critical path required time: ~3900 ps
  – CP startpoint kind: primary input
  – Cell chain of the critical path: clkdlybuf4s50_1 -> nor4_4 -> and4_1 -> and3_1

Hold path
  – Hold crit path type: primary input to flop
## synth_stat cells, drive strengths merged (3+ instances only)
cell type   n
a21oi       3
buf        22
edfxtp     14
nand2b      4
nand3       3
nor2        4
nor3        3
nor4       12
o211ai      3
## area by class of cell
cell class | instances | area, sq um | share of cell area
flip-flops and latches | 14 | 420 | 0.265
well taps | 80 | 100 | 0.0630
clock inverters | 1 | 3.75 | 0.00236
repair buffers | 48 | 480 | 0.302
clock buffers | 3 | 41.3 | 0.0260
multi-input cells | 70 | 543 | 0.342
## cell families after synthesis
| kind of cell | synth area share |
|---|---|
| XOR/XNOR | 0.0163 |
| flip-flops | 0.392 |
| multiplexers | 0.00932 |
| buffers and inverters | 0.152 |
| AND-OR/OR-AND | 0.115 |
| AND/OR/NAND/NOR | 0.309 |
| other | 0.00700 |
## metal layers
layer	vias up	part of all wire	global-route usage
met5	-	0	0
met4	0	0.015	0.0107
met3	2	0.11	0.0203
met2	39	0.48	0.0809
met1	356	0.40	0.0539
li1	406	-	-
## through the flow
step / power [mW] / hold WS (ps) / cells / setup WS (ps)
global route: 0.357 / 1510 / 216 / 1160
detailed placement: 0.227 / 1560 / 212 / 1040
CTS: 0.341 / 1490 / 216 / 1290
finish: 0.338 / 1480 / 216 / 1330
floorplan: 0.196 / 1070 / 108 / 1710
global placement: 0.227 / 1560 / 212 / 1070
## power breakdown
part	total (mW)	switching, mW	leakage, nW	internal (mW)
registers	0.159	0.000000000251	0.121	0.159
clock network	0.114	0.0464	0.0231	0.0677
logic	0.0648	0.0266	0.343	0.0382
total	0.338	0.0730	0.488	0.265
## worst paths after layout
| check | from | to | slack [ps] | cells past startpoint |
|---|---|---|---|---|
| worst max-delay path | Address[8] | InstOut[13] | 1330 | 4 |
| worst min-delay path | Address[24] | InstOut[23] | 1480 | 4 |
## layout by cell type, fill, tap and decap left out, drive strengths merged, types with 2 or more instances in the layout
cell / instances
clkdlybuf4s50: 48
conb: 16
edfxtp: 14
nor4: 12
nand2b: 4
nor2: 4
a21oi: 3
o211ai: 3
nor3: 3
clkbuf: 3
nand3: 3
nand3b: 2
and3: 2
xnor2: 2
nor3b: 2
o21ai: 2
a2111oi: 2
Power figures rest on the tool's default switching activity, not on a simulated workload.
